==> flow/design.v <==
module mac(input [7:0] activ,
           input [7:0] weight,
           input [23:0] prev_mac_o,
           output [23:0] out);
  wire [15:0] mult_out;
  wire [23:0] add_out;
  assign out = add_out;
  mac_mult mac_mult_inst(
    .operand_a(activ),
    .operand_b(weight),
    .out(mult_out)
  );
  mac_add mac_add_inst(
    .operand_a(prev_mac_o),
    .operand_b(mult_out),
    .out(add_out)
  );
endmodule
module mac_mult(
  input [7:0] operand_a,
  input [7:0] operand_b,
  output [15:0] out 
);
  assign out = operand_a * operand_b;
endmodule
module mac_add(
  input [23:0] operand_a,
  input [15:0] operand_b,
  output [23:0] out
);
  assign out = operand_a + operand_b;
endmodule
==> flow/run.sh <==
#!/bin/bash
# OpenROAD 26Q1-2900-gdf79404cd8, Yosys 0.63+post, stock flow scripts
make -C /OpenROAD-flow-scripts/flow DESIGN_CONFIG=/design/flow/config.mk WORK_HOME=/design/flow/orfs finish
==> flow/config.mk <==
export PLATFORM = sky130hd
export DESIGN_NAME = mac
export DESIGN_NICKNAME = mac
export VERILOG_FILES = /design/flow/design.v
export SDC_FILE = /design/flow/constraint.sdc
export NUM_CORES = 4
export LEC_CHECK = 1
export CORE_UTILIZATION = 30
==> flow/constraint.sdc <==
current_design mac

set clk_period 15.2
set clk_io_pct 0.2

create_clock -name clk0 -period $clk_period

set non_clock_inputs [all_inputs -no_clocks]
set_input_delay [expr $clk_period * $clk_io_pct] -clock clk0 $non_clock_inputs
set_output_delay [expr $clk_period * $clk_io_pct] -clock clk0 [all_outputs]
==> reports/summary.txt <==
status: finished clean
vias in the first global route: 2179
Worst Setup Start Kind: input port
post_cts resized: 0
clkbuf count: 0
worst hold path depth: 3
count leader, synth: inv_1
Worst IR Drop VDD: 0.0714 mV
Power per Cell Area: 132 nW/um^2
worst-path fanout max: 8
Fin. Hold Viols: 0
critical setup path kind: input port to primary output
Setup TNS: 0 ns
Fillers: 970
Die W: 100 um
Yosys Instances: 358
Netlist Area Pre-Place: 2880 sq um
share of layout cells above drive strength 1: 1.20%
first-pass iteration count of the detailed router: 4
Chip Height: 100 um
n_diodes: 0
register area: 0 sq um
fmax: 0.0890 GHz
Req. time, crit path: 12.16 ns
synth cell count leaders: inv_1, fa_1, ha_1
hold path start: prev_mac_o[23]
remaining antenna violation count: 0
largest net degree at the start of global routing: 9
Sequential Power Share: 0%
GR Overflow Total: 0
WP data arrival: 8.20 ns
Core Box Area: 9280 sq um
count of cell types in the netlist: 34
cells after synthesis: 358
Clock power frac: 0%
DR WL/cell: 11.0 um
Slew Viols, Final: 0
# DRC: 0
Total Wirelength: 6.01 mm
Yosys top cell by area: fa_1
Area Overhead vs Synth: 26.7%
Hold Path End: out[23]
overall power: 0.481 mW
Net Sw Frac: 44.4%
Tot GR Track Use: 12.6%
fin crit period: 11.24 ns
Max-cap violations: 0
Post-DP HPWL: 5.26 mm
Slew @ Worst Pin: 0.418 ns
Max-slew headroom: 71.9%
Vias per Instance: 4.50
RSZ-0062 raised after global routing: false
first-pass GRT wire length: 9.99 mm
Comb power frac: 100.0%
Chip Area, Yosys: 2880 sq um
register share after synthesis: 0%
Psw: 0.214 mW
via count: 2454
initial antenna violation count: 0
hold buffers post-CTS: 0
Hold Crit Class: input port to primary output
# setup viols final: 0
Seq cells: 0
synthesized area per cell: 8.04 sq um
post-synth top area share: 34.8%
num rows: 35
YS warnings: 0
initial DRC count: 64
num ports: 64
postcts setup bufs: 0
Leak: 1.91 nW
largest cells by area after synthesis: fa_1, ha_1, inv_1
floorplan utilization: 31.0%
Log Warnings: 32
die area: 9990 sq um
P_int: 0.267 mW
Final Cycle Share: 73.9%
RePlAce Congestion: 0.849
CP Capture Type: primary output
PortBufs: 64
-- routing by layer --
metal	global-route usage (%)	up-vias	share of wire, %	wire (um)
li1	-	1203	-	-
met1	20.0	1201	46	2750
met2	21.0	50	51	3060
met3	0.708	0	3.2	192
met4	0	0	0	0
met5	0	-	0	0
-- power groups by stage --
stage | combinational, mW | sequential (mW) | clock, mW
CTS | 0.493 | 0 | 0
global route | 0.545 | 0 | 0
finish | 0.481 | 0 | 0
-- how the worst max path moves through the flow --
stage,from,to,slack (ns),cells after the start
finish,activ[5],out[20],3.96,16
global route,activ[5],out[20],3.72,16
CTS,activ[5],out[20],3.98,16
-- cell type report --
| type | count | area (sq um) | share of cell area (%) |
|---|---|---|---|
| Timing Repair Buffer | 64 | 641 | 17.6 |
| Tap cell | 129 | 161 | 4.42 |
| Multi-Input combinational cell | 253 | 2470 | 67.8 |
| Inverter | 99 | 372 | 10.2 |
-- placed cells by master, fill, tap and decap left out, types with 2 or more instances in the layout --
cell type,n
o211ai_1,4
nand2_1,38
a21o_1,6
nand4_1,2
clkdlybuf4s50_1,64
o21ai_0,7
o21bai_1,3
nand3_1,4
and2_1,36
xor2_1,7
a21oi_1,18
fa_1,50
xnor2_1,11
nor2_1,8
and3_1,3
inv_1,99
ha_1,41
-- critical path: stages --
cell,delay [ns]
clkdlybuf4s50_1,0.59
and2_1,0.27
fa_1,0.48
fa_1,0.54
inv_1,0.05
fa_1,0.50
fa_1,0.54
inv_1,0.04
ha_1,0.38
a21o_1,0.24
a2111oi_2,0.36
a21boi_1,0.26
o31a_2,0.22
nor2_1,0.07
xor2_1,0.13
clkdlybuf4s50_1,0.48
-- cell families after synthesis --
| group | Yosys count | synth area share, % |
|---|---|---|
| xor gates and xnor gates | 18 | 5.48 |
| and+or+nand+nor | 95 | 16.6 |
| AOI/OAI and AO/OA | 49 | 11.3 |
| adders and majority gates | 91 | 52.6 |
| buffers and inverters | 105 | 14.0 |
-- per-stage QoR --
step                area, sq um  util [%]  instances  worst slack [ns]  hold WS, ns
finish                     3650      39.3        545              3.96         7.01
global route               3650      39.3        545              3.72         7.03
CTS                        3650      39.3        545              3.98         7.02
detailed placement         3650      39.3        545              4.00         7.01
global placement           3650      39.3        545              4.06         7.02
floorplan                  2880         -        358              5.36         6.11
Power is estimated from default activity; no workload was simulated.
